`config.mk`:
```
export PLATFORM = sky130hd
export DESIGN_NAME = rpfadd8
export DESIGN_NICKNAME = rpfadd8
export VERILOG_FILES = /design/flow/design.v
export SDC_FILE = /design/flow/constraint.sdc
export NUM_CORES = 4
export LEC_CHECK = 1
export CORE_AREA = 10 10 70 70
export DIE_AREA = 0 0 80 80
```
`constraint.sdc`:
```
current_design rpfadd8

set clk_period 6.1
set clk_io_pct 0.2

create_clock -name clk0 -period $clk_period

set non_clock_inputs [all_inputs -no_clocks]
set_input_delay [expr $clk_period * $clk_io_pct] -clock clk0 $non_clock_inputs
set_output_delay [expr $clk_period * $clk_io_pct] -clock clk0 [all_outputs]
```
`design.v`:
```
module fadd(
    input cin,
    input a,
    input b,
    output sum,
    output cout
);
    assign {cout,sum} = a + b + cin;
endmodule
module rpfadd8(
    input cin,
    input [7:0] a,
    input [7:0] b,
    output [7:0] sum,
    output cout
);
    wire [7:0] carry_out;  
    fadd u0 (.cin(cin),          .a(a[0]), .b(b[0]), .sum(sum[0]), .cout(carry_out[0]));          
    fadd u1 (.cin(carry_out[0]), .a(a[1]), .b(b[1]), .sum(sum[1]), .cout(carry_out[1]));    
    fadd u2 (.cin(carry_out[1]), .a(a[2]), .b(b[2]), .sum(sum[2]), .cout(carry_out[2]));
    fadd u3 (.cin(carry_out[2]), .a(a[3]), .b(b[3]), .sum(sum[3]), .cout(carry_out[3]));
    fadd u4 (.cin(carry_out[3]), .a(a[4]), .b(b[4]), .sum(sum[4]), .cout(carry_out[4]));
    fadd u5 (.cin(carry_out[4]), .a(a[5]), .b(b[5]), .sum(sum[5]), .cout(carry_out[5]));
    fadd u6 (.cin(carry_out[5]), .a(a[6]), .b(b[6]), .sum(sum[6]), .cout(carry_out[6]));
    fadd u7 (.cin(carry_out[6]), .a(a[7]), .b(b[7]), .sum(sum[7]), .cout(cout));
endmodule
```
`run.sh`:
```
#!/bin/bash
# OpenROAD 26Q1-2900-gdf79404cd8, Yosys 0.63+post, stock flow scripts
make -C /OpenROAD-flow-scripts/flow DESIGN_CONFIG=/design/flow/config.mk WORK_HOME=/design/flow/orfs finish
```
==> flow_summary_export.csv <==
group,metric,value,unit
run_status,status,"completed",
final_layout,numSequentialCells,0,
drt,drc,0,
yosys,area_leaders,"fa_1, buf_4, inv_1",
cts,cts_setup_buffers,0,
yosys,syn-cell-area,257.7,µm²
timing,relSlewSlack,0.9303,
timing,final-setup-viol-count,0,
final_layout,finish.utilization,0.1549,
timing,slew_viol_final,0,
yosys,yosys.area.top_type,"fa_1",
placement,gp_routability_congestion,0.8196,
yosys,yosysWarnings,0,
critical_path,critPathKind,"in2out",
drt,drt_iter0_drc,0,
timing,grt_setup_unrepaired,"false",
critical_path,cp-end-kind,"primary output",
pwr,irDropWorstVdd,26.06,µV
yosys,yosysUniqueCellTypes,3,
floorplanning,rows,21,
global_routing,grt_max_degree,2,
final_layout,area_growth,105.3,%
cts,hold_buffers,0,
critical_path,critPathRequiredTime,4.88,ns
placement,dp.cells,90,
global_routing,grt_usage,0.02140,
drt,via_per_inst,2.411,
timing,min_period,5.948,ns
floorplanning,die_w,80,µm
yosys,avgSynthCellArea,9.913,µm²
floorplanning,die_h,80,µm
flow_run,maxCapViolations,0,
global_routing,antenna_found_initial,0,
yosys,synthTopCellsByCount,"inv_1, buf_4, fa_1",
timing,worst_slew_pin_slew,0.1042,ns
final_layout,seq_area,0,µm²
drt,drtPass1Iterations,1,
timing,hold_viol,0,
final_layout,fin_cells,90,
critical_path,cp_max_fo,1,
floorplanning,io_pins,26,
final_layout,layout-drive-gt1-share,0.2500,
min_path,min_path_type,"in2out",
pwr,p_total,45.12,µW
yosys,ys_chip_area,257.7,µm²
drt,vias,217,
timing,worst_slack,0.1517,ns
timing,finalCritPeriodShare,0.9751,
global_routing,grt_pass1_vias,240,
yosys,syn_inst,26,
pwr,powerDensity,85.26,nW/µm²
timing,fmax,0.1681,GHz
timing,hold_ws,3.319,ns
final_layout,clkbuf_count,0,
placement,dpl_worst_slack,-0.3778,ns
yosys,ys_cells,26,
yosys,most_common_cell,"inv_1",
flow_run,tool_warnings,32,
placement,port_buffers,26,
global_routing,grt_first_pass_wirelength,1104,µm
drt,route.antenna.remaining_nets,0,
floorplanning,core,3416,µm²
floorplanning,fp-utilization,0.07546,
drt,num_antenna_cells,0,
critical_path,cp.arrival,4.73,ns
drt,drt-wirelength-per-cell,8.333,µm
placement,hpwl,758.5,µm
drt,wl,750,µm
critical_path,start_kind,"input port",
floorplanning,dieArea,6400,µm²
yosys,top_cell_area_share,0.6214,
global_routing,gr-total-overflow,0,
yosys,yosysSeqAreaShare,0,
pwr,p_leak,0.2074,nW
per-stage QoR:
stage,setup TNS [ns],instance area [µm²]
after global routing,0,529.3
after global placement,-0.3690,515.5
after floorplan,0,257.7
after CTS,0,529.3
final,0,529.3
after detailed placement,-0.4020,515.5
cells by family (layout without fill, tap and decap cells):
logic type	Yosys count	in the layout	share of synthesized area
buffers and inverters	18	36	0.3787
adders and majority gates	8	8	0.6213
placed cells by master, fill, tap and decap left out:
master and instances:
clkdlybuf4s50_1 23, fa_2 7, inv_1 6, inv_2 4, dlygate4sd2_1 3, fa_1 1
path summary, 6_finish.rpt:
check	slack [ns]	end	depth (start not counted)	startpoint
worst min-delay path	3.32	sum[7]	5	b[7]
worst max-delay path	0.15	sum[7]	14	cin
routing by layer:
layer | up-vias | track usage | wire length, µm
li1 | 96 | - | -
met1 | 96 | 0.03232 | 383
met2 | 25 | 0.02488 | 197
met3 | 0 | 0.01477 | 169
met4 | 0 | 0 | 0
met5 | - | 0 | 0
critical path: stages:
cell and delay, ns:
clkdlybuf4s50_1 0.39, inv_1 0.07, fa_2 0.19, inv_2 0.04, fa_2 0.35, fa_2 0.36, fa_2 0.35, fa_2 0.34
fa_2 0.34, fa_2 0.34, inv_2 0.06, fa_1 0.40, inv_1 0.06, dlygate4sd2_1 0.20
report_power, final:
part | leakage, nW | internal (mW) | total (mW) | switching, mW
registers | 0 | 0 | 0 | 0
clock network | 0 | 0 | 0 | 0
logic | 0.207 | 0.0326 | 0.0451 | 0.0125
total | 0.207 | 0.0326 | 0.0451 | 0.0125
area by class of cell:
class	instances	area (µm²)
fillers	390	2887
inverters	10	37.54
multi-input cells	8	177.7
well taps	46	57.56
repair buffers	26	256.5
timing repair:
item	CTS	global route
gates resized	14	0
endpoints found under the setup margin	2	3
pin swaps	7	4
Power figures rest on the tool's default switching activity, not on a simulated workload.
