==> /design/flow/design.v <==
`timescale 1ns / 1ps
module RegFile(
    input wire [3:0] raddr1,
    input wire [3:0] raddr2,
    input wire [3:0] waddr,
    input wire we,
    input wire clk,
    input wire [7:0] wdata,
    output reg [7:0] rdata1,
    output reg [7:0] rdata2
);
reg [7:0] registers [0:15];
    always @(posedge clk) begin
        if (we) begin
            registers[waddr] <= wdata;
        end
        rdata1 <= registers[raddr1];
        rdata2 <= registers[raddr2];
    end
endmodule
==> /design/flow/run.sh <==
#!/bin/bash
# OpenROAD 26Q1-2900-gdf79404cd8, Yosys 0.63+post, stock flow scripts
make -C /OpenROAD-flow-scripts/flow DESIGN_CONFIG=/design/flow/config.mk WORK_HOME=/design/flow/orfs finish
==> /design/flow/config.mk <==
export PLATFORM = sky130hd
export DESIGN_NAME = RegFile
export DESIGN_NICKNAME = RegFile
export VERILOG_FILES = /design/flow/design.v
export SDC_FILE = /design/flow/constraint.sdc
export NUM_CORES = 4
export LEC_CHECK = 1
export CORE_UTILIZATION = 30
==> /design/flow/constraint.sdc <==
current_design RegFile

set clk_period 3.6
set clk_io_pct 0.2

create_clock -name clk0 -period $clk_period [get_ports {clk}]

set non_clock_inputs [all_inputs -no_clocks]
set_input_delay [expr $clk_period * $clk_io_pct] -clock clk0 $non_clock_inputs
set_output_delay [expr $clk_period * $clk_io_pct] -clock clk0 [all_outputs]
==> out/qor.yml <==
status: "completed"
peakVddDrop_mv: 0.251
crit_family: "simple AND/OR/NAND/NOR gates"
cts_setup_buffers: 0
fin_ws_ps: 1370
via_per_inst: 5.14
dpl-instance-area_um2: 6990
first_pass_iters: 6
hold_path_class: "flop to flop"
cts_hold_buffers: 0
cts-htree-levels: 4
crit_slowest_cell: "nor2_1"
dp_slack_ps: 945
hpwl_mm: 9.01
ctsResizeCount: 0
clock_path_buffers: 2
slew_headroom_pct: 31.2
tool_warnings: 25
worst-r2r-setup-slack_ps: 2180
die_x_um: 147
post_synth_inst_count: 307
cap_violations: 0
mux_share_pct: 24.4
hp-start: "registers[7][0]"
ys_sh_xor_pct: 0
cts-root-buf: "clkbuf_16"
min_period_ps: 2230
setup_viol: 0
cts_num_sinks: 144
cp_num_buf_inv: 1
clock_latency_ps: 410
grt_usage_pct: 14.2
arrival_ps: 2250
adder_share_pct: 0
period_used_pct: 61.8
drive_gt1_share_pct: 21.5
vias: 3278
setup-tns-final_ps: 0
io_pins: 38
synth_warnings: 1
antenna_found_initial: 0
cp-end-kind: "flop"
overflow: 0
clk_pin_slew_ps: 60
crit_type: "input pin to flop"
synthTopLogicFamily: "multiplexers"
r2r-start: "registers[10][1]"
ys_chip_area_um2: 6350
drc: 0
synthDistinctLibCells: 20
leakage_nw: 2.51
async_reset_ff_share_pct: 0
reg2reg_depth: 3
portBuffers: 37
required_ps: 3630
final_cell_area_um2: 7590
crit_path_start_kind: "input pin"
die-area_um2: 21700
top_cells_by_area: "edfxtp_1 (61%), mux4_2 (12%), mux4_1 (12%), dfxtp_1 (5.0%), a22oi_1 (3.8%)"
skew_ps: 7.38
ys_ff: 144
wl_per_cell_um: 21.6
syn_area_um2: 6350
cts_buffers: 17
hold_viol_final: 0
synthSimpleGateAreaFrac_pct: 3.43
rows: 52
grt_pass1_vias: 3678
slew_violations: 0
routed_wl_mm: 13.8
final_core_util_pct: 37.0
timing.fmax_mhz: 449
synth_area_leader_cell: "edfxtp_1"
fin_hold_ws_ps: 689
rsz0062_at_grt: "false"
synth-edff-count: 128
path_max_fanout: 8
synthToLayoutAreaGrowth_pct: 19.5
ys_cells: 307
core_um2: 20500
tritoncts: "done"
r2r-end: "rdata1[1]"
holdPathStages: 3
synth.avg_cell_area_um2: 20.7
grt_pass1_wl_mm: 21.0
grt_max_degree: 33
cp_cell_sequence: "clkdlybuf4s50_1, nand2_1, nor2_1"
fp_util_pct: 31.0
tightest_slew_ps: 1030
ys_sh_aoi_pct: 3.79
synth-main-ff-cell: "edfxtp_1"
synthTopCellsByCount: "edfxtp_1 (128), mux4_2 (34), a22oi_1 (32)"
top_cell: "edfxtp_1"
antenna_cells: 0
drtIter0Drc: 199
holdPathEnd: "rdata2[0]"
powerDensity_nw_per_um2: 518
postSynthSeqShare_pct: 65.6
drtAntennaViolNets: 0
dieHeight_um: 147
cp_slowest_stage_delay_ps: 810
gp_congestion: 0.835
top_area_share_pct: 60.6
[flip-flops by register name, summed over array words and instances (netlist names)]
register	cells
rdata1	8
rdata2	8
registers	128
[how the worst max path moves through the flow]
stage | startpoint | to | slack (ps) | cells past startpoint
CTS | waddr[0] | registers[6][2] | 1390 | 3
global route | waddr[1] | registers[7][2] | 1250 | 3
finish | waddr[1] | registers[7][2] | 1370 | 3
[cells by family after synthesis]
| group | after synthesis |
|---|---|
| flops | 144 |
| mux | 64 |
| simple gates | 47 |
| compound gates | 32 |
| buf+inv | 20 |
[cell type report]
| class | count | area [um2] |
|---|---|---|
| clock buffer | 23 | 468 |
| clock inverter | 9 | 131 |
| fill | 1820 | 12900 |
| multi-input combinational | 143 | 2010 |
| sequential | 144 | 4160 |
| tap | 270 | 338 |
| timing repair buffer | 49 | 475 |
[stage by stage]
step / total power (W) / instances
6_report: 0.00393 / 638
5_1_grt: 0.00407 / 638
4_1_cts: 0.00397 / 638
3_5_place_dp: 0.00222 / 606
3_3_place_gp: 0.00222 / 606
2_1_floorplan: 0.00208 / 307
[layer usage]
metal | wire length [um] | vias up | part of all wire [%] | GRT usage, %
li1 | - | 1440 | - | -
met1 | 5040 | 1622 | 37 | 17.0
met2 | 6810 | 203 | 49 | 22.3
met3 | 1780 | 13 | 13 | 9.67
met4 | 142 | 0 | 1.0 | 1.91
met5 | 0 | - | 0 | 0
[where the power goes]
group          internal [W]  leakage [nW]  switching, W
clock               0.00113         0.295      0.000622
sequential          0.00187          1.29     0.0000221
combinational      0.000155         0.924      0.000135
total               0.00315          2.51      0.000779
[cell usage in the layout (no fill, tap or decap), drive strengths merged]
cell type,n
or3b,1
nor2b,2
clkinv,5
mux4,64
inv,1
a22oi,32
nand2b,2
clkdlybuf4s50,35
nand3b,2
nor2,14
bufinv,3
buf,14
nor3,4
and2b,2
nand2,17
and2,2
edfxtp,128
clkbuf,23
dfxtp,16
nand3,1
[worst register-to-register path: cells and delay by family, from the launching register on]
family           cells  cell delay (ps)
AND-OR/OR-AND        1              290
flip-flops           1              390
multiplexers         1              510
AND/OR/NAND/NOR      1              100
Power figures rest on the tool's default switching activity, not on a simulated workload.
