==> /design/flow/config.mk <==
export PLATFORM = sky130hd
export DESIGN_NAME = bcdfadd4
export DESIGN_NICKNAME = bcdfadd4
export VERILOG_FILES = /design/flow/design.v
export SDC_FILE = /design/flow/constraint.sdc
export NUM_CORES = 4
export LEC_CHECK = 1
export CORE_AREA = 10 10 70 70
export DIE_AREA = 0 0 80 80
==> /design/flow/constraint.sdc <==
current_design bcdfadd4

set clk_period 6.5
set clk_io_pct 0.2

create_clock -name clk0 -period $clk_period

set non_clock_inputs [all_inputs -no_clocks]
set_input_delay [expr $clk_period * $clk_io_pct] -clock clk0 $non_clock_inputs
set_output_delay [expr $clk_period * $clk_io_pct] -clock clk0 [all_outputs]
==> /design/flow/design.v <==
module bcdfadd4(
  input wire [3:0] a,
  input wire [3:0] b,
  input wire cin,
  output wire [3:0] sum,
  output wire cout
);
  reg [4:0]_sum;
  assign sum =_sum[3:0];
  assign cout = _sum[4];
  always @* begin
  _sum = a + b + cin;
  if (_sum > 9) begin
  _sum = _sum-10;
  _sum[4] = 1'b1;
  end
end
endmodule
==> /design/flow/run.sh <==
#!/bin/bash
# OpenROAD 26Q1-2900-gdf79404cd8, Yosys 0.63+post, stock flow scripts
make -C /OpenROAD-flow-scripts/flow DESIGN_CONFIG=/design/flow/config.mk WORK_HOME=/design/flow/orfs finish
==> results.py <==
# Synthesis and PnR figures
metrics = {
    "status": {
        "status": "complete, no violations",
    },
    "die": {
        "ios": 14,
        "initCoreUtil_pct": 6.19,
        "die_y_um": 80,
        "core_area_mm2": 0.00342,
        "fp.dieW_um": 80,
        "num_rows": 21,
        "dieArea_mm2": 0.00640,
    },
    "layout": {
        "regArea_um2": 0,
        "syn2layout_area_growth_pct": 93.5,
        "lay_top_count": "clkdlybuf4s50_1",
        "finalInstanceArea_um2": 409,
        "clock_buffers": 0,
        "mostFrequentLayoutCells": "clkdlybuf4s50_1 (14), ha_1 (4), a21oi_1 (3)",
        "drive_gt1_share_pct": 5.56,
        "n_sequential_cell": 0,
    },
    "worst_setup_path": {
        "worstSetupPathType": "in2out",
        "worstPathArrival_ps": 4270,
        "startpoint_type": "input pin",
        "critPathMaxFanout": 3,
        "crit_path_end_kind": "primary output",
        "cp.required_ps": 5200,
    },
    "global_route": {
        "use_met1_pct": 3.11,
        "grt_pass1_wl_mm": 1.05,
        "use_met3_pct": 1.70,
        "antenna_found_initial": 0,
        "grt_max_degree": 5,
        "track_usage_pct": 2.04,
        "overflow": 0,
        "grt_pass1_vias": 218,
        "busiest_layer": "met1",
        "met2_usage_pct": 2.09,
    },
    "route": {
        "wirelength_um": 639,
        "drt_first_pass_iters": 4,
        "drc": 0,
        "wl_per_cell_um": 7.79,
        "num_vias": 217,
        "diodes": 0,
        "drtIter0Drc": 4,
        "antenna_left": 0,
        "viasPerCell": 2.65,
    },
    "placement": {
        "place_area_um2": 409,
        "place_congestion": 0.759,
        "port_buffers": 14,
    },
    "synthesis": {
        "syn_area_um2": 211,
        "synth_cell_types": 14,
        "ys_seq_share_pct": 0,
        "aoi_share_pct": 32.5,
        "yosysWarnings": 1,
        "topCombFamilyByArea": "adder cells",
        "ys_sh_mux_pct": 4.73,
        "adder_share_pct": 42.6,
        "syn-mean-instance-area_um2": 9.61,
        "synth_xor_xnor_area_share_pct": 8.28,
        "yosys_cells": 22,
        "synthSimpleGateAreaFrac_pct": 8.28,
        "synthCells": 22,
        "ys_area_um2": 211,
    },
    "min_path": {
        "hold_class": "in2out",
    },
    "timing": {
        "period_used_pct": 85.7,
        "clock.fmax_mhz": 180,
        "rsz0062_at_grt": "no",
        "relSlewSlack_pct": 73.8,
        "tns_ps": 0,
        "max_slew.worst_pin.slew_ps": 394,
        "setup_viol": 0,
        "slew_violations": 0,
        "hold_violations": 0,
        "fin_crit_ps": 5570,
    },
    "clock_tree": {
        "cts_resized": 0,
        "ctsHoldBuffers": 0,
        "post_cts_buffers": 0,
    },
    "flow_run": {
        "cap_violations": 0,
        "warning_count": 32,
    },
    "power_and_ir_drop": {
        "max-vdd-ir-drop_uv": 27.0,
        "p_leak_nw": 0.150,
        "powerDensity_mw_per_mm2": 127,
    },
}
==> per-stage QoR <==
step	std cells	worst slack (ps)	power (mW)	hold slack [ps]	utilization, %
after floorplan	22	2020	0.0240	2730	-
after global placement	82	952	0.0517	3730	12.0
after global routing	82	744	0.0592	3780	12.0
final	82	931	0.0522	3730	12.0
after CTS	82	914	0.0530	3740	12.0
after detailed placement	82	918	0.0527	3740	12.0
==> final cells by class <==
| cell class | instances | area [um^2] |
|---|---|---|
| Fill cell | 396 | 3010 |
| Multi-Input combinational cell | 20 | 204 |
| Timing Repair Buffer | 14 | 140 |
| Tap cell | 46 | 57.6 |
| Inverter | 2 | 7.51 |
==> final timing paths <==
| check | start | endpoint | slack (ps) | cells past startpoint |
|---|---|---|---|---|
| max | a[0] | sum[2] | 930 | 9 |
| min | cin | sum[0] | 3730 | 3 |
==> per-layer routing <==
| layer | part of all wire [%] | wire length, um |
|---|---|---|
| met1 | 51 | 326 |
| met2 | 23 | 145 |
| met3 | 26 | 166 |
| met4 | 0 | 0 |
| met5 | 0 | 0 |
==> power breakdown <==
part | switching (mW) | leakage [nW] | internal [mW] | total (mW)
Clock | 0 | 0 | 0 | 0
Sequential | 0 | 0 | 0 | 0
Combinational | 0.0185 | 0.150 | 0.0336 | 0.0522
==> worst max-delay path: stages <==
cell and delay [ps]:
clkdlybuf4s50_1 430, fa_1 470, fa_1 410, xnor2_1 190, ha_1 250, a31o_1 230, o31ai_4 310, mux2i_1 210
clkdlybuf4s50_1 480
==> cells by family (layout without fill, tap and decap cells) <==
| group | after synthesis | in the layout |
|---|---|---|
| muxes | 1 | 1 |
| and+or+nand+nor | 3 | 3 |
| AOI/OAI and AO/OA | 8 | 8 |
| adders and majority gates | 6 | 6 |
| xor gates and xnor gates | 2 | 2 |
| buffers and inverters | 2 | 16 |
==> synthesized netlist by cell type <==
library cell,number,area share [%]
a2111oi_0,1,4.1
a21o_2,1,4.1
a21oi_1,3,7.1
a31o_1,1,4.1
and3_1,1,3.0
fa_1,2,19
ha_1,4,24
inv_1,2,3.6
mux2i_1,1,4.7
nand3_1,1,2.4
nor2b_1,1,3.0
o22ai_1,1,3.0
o31ai_4,1,10
xnor2_1,2,8.3
No activity file was given, so power comes from the tool's default toggle rates.
